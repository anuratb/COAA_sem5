$ cat ./config.mk
export PLATFORM = sky130hd
export DESIGN_NAME = RCA64
export DESIGN_NICKNAME = RCA64
export VERILOG_FILES = /design/flow/design.v
export SDC_FILE = /design/flow/constraint.sdc
export NUM_CORES = 4
export LEC_CHECK = 1
export CORE_UTILIZATION = 30
$ cat ./constraint.sdc
current_design RCA64

set clk_period 33.7
set clk_io_pct 0.2

create_clock -name clk0 -period $clk_period

set non_clock_inputs [all_inputs -no_clocks]
set_input_delay [expr $clk_period * $clk_io_pct] -clock clk0 $non_clock_inputs
set_output_delay [expr $clk_period * $clk_io_pct] -clock clk0 [all_outputs]
$ cat ./design.v
`timescale 1ns / 1ps
module fullAdder(a,b,in,s,c);
    input a;
    input b;
	 input in;
    output s;
    output c;
	 wire w1,w2,w3,w4;
    xor G1(w4,a,b); 
	 xor G6(s,w4,in); 
	 and G2(w1,a,b); 
	 and G3(w2,a,in); 
	 and G4(w3,b,in); 
	 or G5(c,w1,w2,w3); 
endmodule
`timescale 1ns / 1ps
module RCA16(A1,A2,in,S,C);
    input [15:0] A1;
    input [15:0] A2;
	 input in;
    output [15:0] S;
    output C;
    wire C1;
	 RCA8 U1(A1[7:0],A2[7:0],in,S[7:0],C1);
	 RCA8 U2(A1[15:8],A2[15:8],C1,S[15:8],C);
endmodule
`timescale 1ns / 1ps
module RCA32(A1,A2,in,S,C);
    input [31:0] A1;
    input [31:0] A2;
	 input in;
    output [31:0] S;
    output C;
    wire C1;
	 RCA16 U1(A1[15:0],A2[15:0],in,S[15:0],C1);
	 RCA16 U2(A1[31:16],A2[31:16],C1,S[31:16],C);
endmodule
`timescale 1ns / 1ps
module RCA64(A1,A2,in,S,C);
    input [63:0] A1;
    input [63:0] A2;
	 input in;
    output [63:0] S;
    output C;
    wire C1;
	 RCA32 U1(A1[31:0],A2[31:0],in,S[31:0],C1);
	 RCA32 U2(A1[63:32],A2[63:32],C1,S[63:32],C);
endmodule
`timescale 1ns / 1ps
module RCA8(A1,A2,in,S,C);
    input [7:0] A1;
    input [7:0] A2;
	 input in;
    output [7:0] S;
    output C;
    wire C1,C2,C3,C4,C5,C6,C7;
    fullAdder U1(A1[0],A2[0],in,S[0],C1);
    fullAdder U2(A1[1],A2[1],C1,S[1],C2);
    fullAdder U3(A1[2],A2[2],C2,S[2],C3);
    fullAdder U4(A1[3],A2[3],C3,S[3],C4);	 
	 fullAdder U5(A1[4],A2[4],C4,S[4],C5);
    fullAdder U6(A1[5],A2[5],C5,S[5],C6);
    fullAdder U7(A1[6],A2[6],C6,S[6],C7);
    fullAdder U8(A1[7],A2[7],C7,S[7],C);
endmodule
$ cat ./run.sh
#!/bin/bash
# OpenROAD 26Q1-2900-gdf79404cd8, Yosys 0.63+post, stock flow scripts
make -C /OpenROAD-flow-scripts/flow DESIGN_CONFIG=/design/flow/config.mk WORK_HOME=/design/flow/orfs finish
==> results.ini <==
[status]
status=finished with violations
violations=negative setup slack

[sta]
max_slew_margin=0.894
final-max-slew-violation-count=0
period_used_share=1.07
setup_slack_ns=-2.37
hold_viol_final=0
finalCriticalPeriod_ns=36.07
setup-tns-final_ns=-11.56
rsz0062_at_grt=true
max_freq_mhz=27.7
setup-violations-final=8
tightest_slew_ns=0.158

[worst_setup_path]
cp_max_fo=1
critPathArrivalTime_ns=29.33
start_kind=primary input
critPathKind=in -> out
cpMaxStageDelayCell=fa_2
end_kind=output pin
cpPeakStageDelay_ns=0.42
required_ns=26.96
crit_top_cell=fa_2

[global_route]
grt_usage=0.167
grt_max_degree=2
overflow=0
grt_pass1_wl_um=7360
antenna_found_initial=0
grt_pass1_vias=1592

[cells_and_area]
seq_area_um2=0
stdcell_area_mm2=0.00349
lay_top_count=clkdlybuf4s50_1
flops=0
n_clock_buffer=0
layout_top_cells=178 x clkdlybuf4s50_1, 64 x fa_2, 9 x buf_2, 5 x inv_1
synthToLayoutAreaGrowth_pct=93.9
final_layout_size_suffix_gt1_frac=0.306
final_core_util=0.618

[yosys]
synth.avg_cell_area_um2=13.0
yosysChipArea_mm2=0.00180
yosysWarningCount=0
top_cell_area_share=0.712
synthesis.area_mm2=0.00180
synth_area_leader_cell=fa_1
ys_seq_frac=0
synth_cell_type_count=3
ys_cells=138
area_leaders=fa_1 71%, buf_4 27%, inv_1 2.1%
syn_inst=138

[power_and_ir_drop]
peakVddDrop_v=0.00000907
p_per_area_mw_per_mm2=18.0
p_total_uw=62.7
p_leak_nw=1.24

[route]
vias=1362
routed_wirelength_um=4900
dr.pass1.iters=2
viasPerCell=4.01
drcViolationCount=0
diodes=0
wl_per_cell_um=14.4
drt-initial-drc-count=1
ant_nets=0

[flow_run]
warning_count=36
drv_cap=0

[floorplan]
fp_util=0.319
rows=27
chip_area_mm2=0.00631
num_io_pins=194
dieWidth_um=79.4
coreArea_mm2=0.00564
die_y_um=79.4

[worst_hold_path]
min_path_cells=5
holdPathEnd=S[0]
min_from=in
hold_path.class=in -> out

[clock_tree]
post_cts_buffers=0
holdBufCountCts=0

[placement]
hpwl_um=4890
io_buffers=194
placed_area_mm2=0.00352
gp_routability_congestion=0.813

-- routing by layer --
| metal | up-vias | part of all wire | GRT usage |
|---|---|---|---|
| li1 | 600 | - | - |
| met1 | 636 | 0.30 | 0.200 |
| met2 | 120 | 0.51 | 0.287 |
| met3 | 6 | 0.17 | 0.0789 |
| met4 | 0 | 0.013 | 0.0200 |
| met5 | - | 0 | 0 |
-- cell families (layout without fill, tap and decap cells) --
family | after synthesis | after routing | share of synthesized area
buffers and inverters | 74 | 204 | 0.288
adders and majority gates | 64 | 64 | 0.712
-- per-stage QoR --
stage	hold WS, ns	worst slack [ns]	std cells
after floorplan	13.70	-1.70	138
after global placement	14.52	-3.14	340
after detailed placement	14.52	-3.18	340
after CTS	14.23	-2.66	340
after global routing	14.27	-2.85	340
final	14.23	-2.37	340
-- layout make-up --
type               instances  area [µm²]
repair buffers           194        1900
inverters                 10        57.6
multi-input cells         64        1440
well taps                 72        90.1
fillers                  457        2150
-- repair_timing --
action                                  in CTS  in global routing
pin swaps                                   13                 13
gates resized                               52                  5
endpoints found under the setup margin      11                 11
-- worst max-delay path by stage --
stage          from  endpoint  slack [ns]  depth (start not counted)
finish        A1[0]     S[63]       -2.37                         70
global route  A1[0]     S[63]       -2.85                         70
CTS           A1[0]     S[63]       -2.66                         70
-- synthesized netlist by cell type --
master,n
buf_4,64
fa_1,64
inv_1,10
-- power by group --
part           switching [mW]  leakage [nW]  internal (mW)
Sequential                  0             0              0
Combinational          0.0166          1.24         0.0462
Clock                       0             0              0
Total                  0.0166          1.24         0.0462
-- worst max-delay path, delay by kind of cell --
| family | cells | cell delay, ns |
|---|---|---|
| fa+ha+maj | 64 | 22.15 |
| buf+inv | 6 | 0.38 |
No activity file was given, so power comes from the tool's default toggle rates.
