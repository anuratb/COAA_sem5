===== /design/flow/design.v =====
`timescale 1ns / 1ps
module DFF_32(D,Q,rst,clk);	
	input [31:0] D;
	output reg [31:0] Q;
	input rst,clk;
	always @(posedge clk or posedge rst)
	begin
		if(rst)
		begin
			Q <= 32'b0;
		end
		else
		begin
			Q <= D; 
		end
	end
endmodule
`timescale 1ns / 1ps
module RegDecoder(RegWrite,WriteReg,WriteFlag);
	input RegWrite;
	input [4:0] WriteReg;
	output [31:0] WriteFlag;
	wire [31:0] w1;
	assign w1 = 1<<WriteReg;
	assign WriteFlag = RegWrite?w1:32'b0;
endmodule
`timescale 1ns / 1ps
module RegFile(WriteReg,WriteData,RegWrite,ReadReg1,ReadReg2,ReadData1,ReadData2,rst,Clk,rout);
	input [4:0] WriteReg;
	input Clk;
	input [31:0] WriteData;	
	input rst;
	input RegWrite;
	output [31:0] rout; 
	input [4:0] ReadReg1,ReadReg2;
	output  [31:0] ReadData1,ReadData2;
	wire [31:0] writeOneHot;
	RegDecoder U1(.RegWrite(RegWrite),.WriteReg(WriteReg),.WriteFlag(writeOneHot));
	wire [1023:0] D; 
	wire [1023:0] Q; 
	mux_2_1_32 U2(.A0(Q[31:0]),.A1(WriteData),.sel(writeOneHot[0]),.res(D[31:0]));
	mux_2_1_32 U3(.A0(Q[63:32]),.A1(WriteData),.sel(writeOneHot[1]),.res(D[63:32]));
	mux_2_1_32 U4(.A0(Q[95:64]),.A1(WriteData),.sel(writeOneHot[2]),.res(D[95:64]));
	mux_2_1_32 U5(.A0(Q[127:96]),.A1(WriteData),.sel(writeOneHot[3]),.res(D[127:96]));
	mux_2_1_32 U6(.A0(Q[159:128]),.A1(WriteData),.sel(writeOneHot[4]),.res(D[159:128]));
	mux_2_1_32 U7(.A0(Q[191:160]),.A1(WriteData),.sel(writeOneHot[5]),.res(D[191:160]));
	mux_2_1_32 U8(.A0(Q[223:192]),.A1(WriteData),.sel(writeOneHot[6]),.res(D[223:192]));
	mux_2_1_32 U9(.A0(Q[255:224]),.A1(WriteData),.sel(writeOneHot[7]),.res(D[255:224]));
	mux_2_1_32 U10(.A0(Q[287:256]),.A1(WriteData),.sel(writeOneHot[8]),.res(D[287:256]));
	mux_2_1_32 U11(.A0(Q[319:288]),.A1(WriteData),.sel(writeOneHot[9]),.res(D[319:288]));
	mux_2_1_32 U12(.A0(Q[351:320]),.A1(WriteData),.sel(writeOneHot[10]),.res(D[351:320]));
	mux_2_1_32 U13(.A0(Q[383:352]),.A1(WriteData),.sel(writeOneHot[11]),.res(D[383:352]));
	mux_2_1_32 U14(.A0(Q[415:384]),.A1(WriteData),.sel(writeOneHot[12]),.res(D[415:384]));
	mux_2_1_32 U15(.A0(Q[447:416]),.A1(WriteData),.sel(writeOneHot[13]),.res(D[447:416]));
	mux_2_1_32 U16(.A0(Q[479:448]),.A1(WriteData),.sel(writeOneHot[14]),.res(D[479:448]));
	mux_2_1_32 U17(.A0(Q[511:480]),.A1(WriteData),.sel(writeOneHot[15]),.res(D[511:480]));
	mux_2_1_32 U18(.A0(Q[543:512]),.A1(WriteData),.sel(writeOneHot[16]),.res(D[543:512]));
	mux_2_1_32 U19(.A0(Q[575:544]),.A1(WriteData),.sel(writeOneHot[17]),.res(D[575:544]));
	mux_2_1_32 U20(.A0(Q[607:576]),.A1(WriteData),.sel(writeOneHot[18]),.res(D[607:576]));
	mux_2_1_32 U21(.A0(Q[639:608]),.A1(WriteData),.sel(writeOneHot[19]),.res(D[639:608]));
	mux_2_1_32 U22(.A0(Q[671:640]),.A1(WriteData),.sel(writeOneHot[20]),.res(D[671:640]));
	mux_2_1_32 U23(.A0(Q[703:672]),.A1(WriteData),.sel(writeOneHot[21]),.res(D[703:672]));
	mux_2_1_32 U24(.A0(Q[735:704]),.A1(WriteData),.sel(writeOneHot[22]),.res(D[735:704]));
	mux_2_1_32 U25(.A0(Q[767:736]),.A1(WriteData),.sel(writeOneHot[23]),.res(D[767:736]));
	mux_2_1_32 U26(.A0(Q[799:768]),.A1(WriteData),.sel(writeOneHot[24]),.res(D[799:768]));
	mux_2_1_32 U27(.A0(Q[831:800]),.A1(WriteData),.sel(writeOneHot[25]),.res(D[831:800]));
	mux_2_1_32 U28(.A0(Q[863:832]),.A1(WriteData),.sel(writeOneHot[26]),.res(D[863:832]));
	mux_2_1_32 U29(.A0(Q[895:864]),.A1(WriteData),.sel(writeOneHot[27]),.res(D[895:864]));
	mux_2_1_32 U30(.A0(Q[927:896]),.A1(WriteData),.sel(writeOneHot[28]),.res(D[927:896]));
	mux_2_1_32 U31(.A0(Q[959:928]),.A1(WriteData),.sel(writeOneHot[29]),.res(D[959:928]));
	mux_2_1_32 U32(.A0(Q[991:960]),.A1(WriteData),.sel(writeOneHot[30]),.res(D[991:960]));
	mux_2_1_32 U33(.A0(Q[1023:992]),.A1(WriteData),.sel(writeOneHot[31]),.res(D[1023:992]));
	DFF_32 U34(.D(D[31:0]),.Q(Q[31:0]),.rst(rst),.clk(Clk));
	DFF_32 U35(.D(D[63:32]),.Q(Q[63:32]),.rst(rst),.clk(Clk));
	DFF_32 U36(.D(D[95:64]),.Q(Q[95:64]),.rst(rst),.clk(Clk));
	DFF_32 U37(.D(D[127:96]),.Q(Q[127:96]),.rst(rst),.clk(Clk));
	DFF_32 U38(.D(D[159:128]),.Q(Q[159:128]),.rst(rst),.clk(Clk));
	DFF_32 U39(.D(D[191:160]),.Q(Q[191:160]),.rst(rst),.clk(Clk));
	DFF_32 U40(.D(D[223:192]),.Q(Q[223:192]),.rst(rst),.clk(Clk));
	DFF_32 U41(.D(D[255:224]),.Q(Q[255:224]),.rst(rst),.clk(Clk));
	DFF_32 U42(.D(D[287:256]),.Q(Q[287:256]),.rst(rst),.clk(Clk));
	DFF_32 U43(.D(D[319:288]),.Q(Q[319:288]),.rst(rst),.clk(Clk));
	DFF_32 U44(.D(D[351:320]),.Q(Q[351:320]),.rst(rst),.clk(Clk));
	DFF_32 U45(.D(D[383:352]),.Q(Q[383:352]),.rst(rst),.clk(Clk));
	DFF_32 U46(.D(D[415:384]),.Q(Q[415:384]),.rst(rst),.clk(Clk));
	DFF_32 U47(.D(D[447:416]),.Q(Q[447:416]),.rst(rst),.clk(Clk));
	DFF_32 U48(.D(D[479:448]),.Q(Q[479:448]),.rst(rst),.clk(Clk));
	DFF_32 U49(.D(D[511:480]),.Q(Q[511:480]),.rst(rst),.clk(Clk));
	DFF_32 U50(.D(D[543:512]),.Q(Q[543:512]),.rst(rst),.clk(Clk));
	DFF_32 U51(.D(D[575:544]),.Q(Q[575:544]),.rst(rst),.clk(Clk));
	DFF_32 U52(.D(D[607:576]),.Q(Q[607:576]),.rst(rst),.clk(Clk));
	DFF_32 U53(.D(D[639:608]),.Q(Q[639:608]),.rst(rst),.clk(Clk));
	DFF_32 U54(.D(D[671:640]),.Q(Q[671:640]),.rst(rst),.clk(Clk));
	DFF_32 U55(.D(D[703:672]),.Q(Q[703:672]),.rst(rst),.clk(Clk));
	DFF_32 U56(.D(D[735:704]),.Q(Q[735:704]),.rst(rst),.clk(Clk));
	DFF_32 U57(.D(D[767:736]),.Q(Q[767:736]),.rst(rst),.clk(Clk));
	DFF_32 U58(.D(D[799:768]),.Q(Q[799:768]),.rst(rst),.clk(Clk));
	DFF_32 U59(.D(D[831:800]),.Q(Q[831:800]),.rst(rst),.clk(Clk));
	DFF_32 U60(.D(D[863:832]),.Q(Q[863:832]),.rst(rst),.clk(Clk));
	DFF_32 U61(.D(D[895:864]),.Q(Q[895:864]),.rst(rst),.clk(Clk));
	DFF_32 U62(.D(D[927:896]),.Q(Q[927:896]),.rst(rst),.clk(Clk));
	DFF_32 U63(.D(D[959:928]),.Q(Q[959:928]),.rst(rst),.clk(Clk));
	DFF_32 U64(.D(D[991:960]),.Q(Q[991:960]),.rst(rst),.clk(Clk));
	DFF_32 U65(.D(D[1023:992]),.Q(Q[1023:992]),.rst(rst),.clk(Clk));
	assign rout = Q[991:960]; 
	mux_32_1_32 U66(.Datain(Q),.Out(ReadData1),.Sel(ReadReg1));
	mux_32_1_32 U67(.Datain(Q),.Out(ReadData2),.Sel(ReadReg2));
endmodule
`timescale 1ns / 1ps
module mux_2_1_32(A0,A1,sel,res);
	output reg [31:0] res;
	 input  sel;
	 input [31:0] A0,A1;
	 always @(*)
	 begin
		if(sel)
		begin
			res = A1;
		end
		else 
		begin
			res = A0;
		end
	 end
endmodule
`timescale 1ns / 1ps
module mux_32_1_32(Datain,Out,Sel);
	input [1023:0] Datain;
	output reg [31:0] Out;
	input [4:0] Sel;
	always @(*)
	begin
		case(Sel)
			5'b00000: Out = Datain[31:0];
			5'b00001: Out = Datain[63:32];
			5'b00010: Out = Datain[95:64];
			5'b00011: Out = Datain[127:96];
			5'b00100: Out = Datain[159:128];
			5'b00101: Out = Datain[191:160];
			5'b00110: Out = Datain[223:192];
			5'b00111: Out = Datain[255:224];
			5'b01000: Out = Datain[287:256];
			5'b01001: Out = Datain[319:288];
			5'b01010: Out = Datain[351:320];
			5'b01011: Out = Datain[383:352];
			5'b01100: Out = Datain[415:384];
			5'b01101: Out = Datain[447:416];
			5'b01110: Out = Datain[479:448];
			5'b01111: Out = Datain[511:480];
			5'b10000: Out = Datain[543:512];
			5'b10001: Out = Datain[575:544];
			5'b10010: Out = Datain[607:576];
			5'b10011: Out = Datain[639:608];
			5'b10100: Out = Datain[671:640];
			5'b10101: Out = Datain[703:672];
			5'b10110: Out = Datain[735:704];
			5'b10111: Out = Datain[767:736];
			5'b11000: Out = Datain[799:768];
			5'b11001: Out = Datain[831:800];
			5'b11010: Out = Datain[863:832];
			5'b11011: Out = Datain[895:864];
			5'b11100: Out = Datain[927:896];
			5'b11101: Out = Datain[959:928];
			5'b11110: Out = Datain[991:960];
			5'b11111: Out = Datain[1023:992];
			default :Out = 32'b0;
		endcase
	end
endmodule

===== /design/flow/run.sh =====
#!/bin/bash
# OpenROAD 26Q1-2900-gdf79404cd8, Yosys 0.63+post, stock flow scripts
make -C /OpenROAD-flow-scripts/flow DESIGN_CONFIG=/design/flow/config.mk WORK_HOME=/design/flow/orfs finish

===== /design/flow/config.mk =====
export PLATFORM = sky130hd
export DESIGN_NAME = RegFile
export DESIGN_NICKNAME = RegFile
export VERILOG_FILES = /design/flow/design.v
export SDC_FILE = /design/flow/constraint.sdc
export NUM_CORES = 4
export LEC_CHECK = 1
export CORE_UTILIZATION = 40

===== /design/flow/constraint.sdc =====
current_design RegFile

set clk_period 9.3
set clk_io_pct 0.2

create_clock -name clk0 -period $clk_period [get_ports {Clk}]

set non_clock_inputs [all_inputs -no_clocks]
set_input_delay [expr $clk_period * $clk_io_pct] -clock clk0 $non_clock_inputs
set_output_delay [expr $clk_period * $clk_io_pct] -clock clk0 [all_outputs]

==> reports/notes.md <==
## Floorplanning
* 360 um — x dimension of the die
* 0.403 — Initial Util
* 127000 um^2 — core area
* 146 — number of top-level pins
* 131 — number of rows created at floorplan
* 360 um — height of the chip
* 130000 um^2 — die area

## Layout
* 0.343 — layout cells sized above 1
* 0.466 — final design utilization
* 25600 um^2 — sequential cell area in the final layout
* 24200 um^2 — area taken by multi-input logic gates
* 15.6% — Area growth syn-to-layout
* 11400 — filler instances

## Final timing
* 0.149 — worst rel slew slack
* 0 — Final Slew Violations
* 0 — Final Setup Violations
* 125 MHz — FMAX
* 0.857 — fin crit share
* 525 ps — worst hold slack
* 1330 ps — Final Worst Setup Slack
* 0 ps — clock tree skew after final layout
* no — RSZ-0062 raised after global routing
* 0 — final-report hold violation count
* 1270 ps — transition time at the pin with the least slew margin
* 7970 ps — Min Clock Period, post-route

## Global route
* 0.413 — global-route usage over all layers
* 0 — final global-route overflow total
* 116 — maximum number of pins on one net before global-route repair
* 11 — number of antenna violations at the first check in global routing
* 357000 um — first-pass GRT wire length
* 43400 — vias in the first global route

## Clock network
* 0 — Post-CTS Resized
* 113 — number of buffers created by CTS
* 3 — clock tree buffer depth
* 710 ps — Insertion Delay late pin
* 1024 — number of clock sinks seen by CTS
* 0 — cts hold-fix bufs
* 3 — H-tree Lvls
* sky130_fd_sc_hd__clkbuf_16 — Clock Root Buffer
* 60 ps — post-CTS clock slew at the launch and capture registers of the worst setup and hold paths
* 0 — buffer count from post-CTS setup fixing
* done — TritonCTS clock tree

## Logic synthesis
* sky130_fd_sc_hd__dfrtp_1 — Dominant flop cell
* 51300 um^2 — yosys stat area
* 66 — Unique cell types
* 51300 um^2 — mapped cell area
* 11.6 um^2 — mean instance size in the synthesized netlist
* 1024 — number of synthesized register bits
* 1.00 — async set-or-reset flop fraction in the synthesized netlist
* 3 — warnings from Yosys
* 4422 — synthesized instance count
* 0 — count of flip-flops with a built-in enable after synthesis
* 4422 — yosys cell count
* 0.499 — Post-synth seq share

## Worst setup path
* clkdlybuf4s50_1 -> buf_4 -> or3b_1 -> nor2_4 -> buf_4 -> a22oi_1 -> nand4_1 -> nor3_1 -> a21oi_1 -> clkdlybuf4s50_1 — critical-path cell list
* 4 — buffer-and-inverter tally for the worst setup path
* input pin — startpoint types
* 800 ps — largest stage delay on the critical path
* sky130_fd_sc_hd__clkdlybuf4s50_1 — slowest library cell on the worst path
* buffers and inverters — CP top delay family
* 19 — Max Fanout on Critical Path
* 6110 ps — signal arrival time at the worst endpoint
* 7440 ps — Req. time, crit path
* output port — category of the worst setup path capture point
* in -> out — critical setup path kind

## Pwr
* 25.8 nW — leakage power
* 12.8 mW — PnR Total Power
* 215 nW/um^2 — total power divided by cell area
* 0.173 mV — worst ir drop on vdd

## Job
* 0 — Max Cap Violations
* 47 — total tool warning count

## Worst hold path
* reg -> reg — Hold Crit Class

## Route
* 5699 — drt initial violations
* 26 — First-pass DRT Iterations
* 44800 — total via count after detailed routing
* 41.8 um — routed length per instance
* 0 — Antenna Violating Nets Remaining
* 7.19 — vias per cell
* 261000 um — Total Routed Length
* 0 — count of unresolved DRC violations after routing

## Place
* 159000 um — HPWL after DPL
* 145 — input/output buffers
* 1630 ps — minimum setup slack after placement
* 1.07 — placer congestion estimate

## Outcome
* complete, no violations — result of the run

cell usage after synthesis (all sizes together), types with 11 or more instances:
library cell	n	area, um^2
a21oi	102	510
mux2i	18	180
buf	254	1320
a22oi	846	6350
nor4	36	238
nand3	47	235
a222oi	22	220
nand2b	13	81.3
nor2	183	722
nor2b	11	68.8
clkbuf	211	793
nor3	82	410
dfrtp	1024	25600
nand2	269	1010
a22o	19	166
nand4	96	601
mux2	1032	11600
o21ai	19	95.1
metrics by stage:
stage	cells	area (um^2)	setup TNS, ps
final	6231	59300	0
after global routing	6212	59300	0
after CTS	6212	59300	0
after detailed placement	6004	55400	0
after global placement	6004	55400	0
after floorplan	4422	51300	-6834110
final timing paths:
kind                            endpoint  slack [ps]  cells past startpoint   startpoint
max                        ReadData2[25]        1330                     10  ReadReg2[1]
min                            U46.Q[10]         520                      1    U46.Q[10]
max reg2reg                     U39.Q[7]        8290                      1     U39.Q[7]
min reg2reg                    U46.Q[10]         520                      1    U46.Q[10]
max in group asynchronous      U64.Q[12]        5600                      5          rst
min in group asynchronous      U40.Q[22]        1670                      3          rst
cells in the final DEF (no fill, tap or decap), types with 7 or more instances in the layout:
master	n
sky130_fd_sc_hd__dfrtp_1	1024
sky130_fd_sc_hd__mux2_2	1020
sky130_fd_sc_hd__a22oi_1	846
sky130_fd_sc_hd__nand2_1	256
sky130_fd_sc_hd__buf_4	217
sky130_fd_sc_hd__clkdlybuf4s50_1	139
sky130_fd_sc_hd__clkbuf_16	114
sky130_fd_sc_hd__nor2_1	109
sky130_fd_sc_hd__a21oi_1	102
sky130_fd_sc_hd__nand4_1	96
sky130_fd_sc_hd__nor3_1	80
sky130_fd_sc_hd__nor2_4	72
sky130_fd_sc_hd__nand3_1	46
sky130_fd_sc_hd__nor4_1	34
sky130_fd_sc_hd__clkbuf_8	28
sky130_fd_sc_hd__buf_12	23
sky130_fd_sc_hd__a222oi_1	22
sky130_fd_sc_hd__clkbuf_1	20
sky130_fd_sc_hd__diode_2	19
sky130_fd_sc_hd__o21ai_0	19
sky130_fd_sc_hd__a22o_1	19
sky130_fd_sc_hd__clkinv_2	19
sky130_fd_sc_hd__mux2i_1	18
sky130_fd_sc_hd__nand2_2	13
sky130_fd_sc_hd__nand2b_1	12
sky130_fd_sc_hd__mux2_1	12
sky130_fd_sc_hd__bufinv_16	11
sky130_fd_sc_hd__nor2b_1	10
sky130_fd_sc_hd__a31oi_1	10
sky130_fd_sc_hd__a221oi_1	10
sky130_fd_sc_hd__clkinvlp_4	10
sky130_fd_sc_hd__nand3b_1	8
sky130_fd_sc_hd__and3_1	8
sky130_fd_sc_hd__a32oi_1	8
sky130_fd_sc_hd__nor3b_1	7
layer usage:
metal	routed length (um)	GRT usage
met1	92000	0.523
met4	21700	0.236
met2	103000	0.543
met3	43600	0.255
met5	304	0.0148
layout make-up:
type	instances	area share
well taps	1662	0.0350
inverters	5	0.000380
clock inverters	46	0.00951
multi-input cells	2928	0.407
diodes	19	0.000801
flip-flops and latches	1024	0.432
clock buffers	162	0.0558
repair buffers	385	0.0592
kinds of logic after synthesis:
| kind of cell | count (synthesis) | synth area share |
|---|---|---|
| compound gates | 1081 | 0.155 |
| mux | 1050 | 0.230 |
| buf+inv | 470 | 0.0415 |
| simple gates | 797 | 0.0744 |
| flops | 1024 | 0.499 |
power by group:
| part | internal, mW | switching, mW | total, mW |
|---|---|---|---|
| Clock | 2.77 | 1.95 | 4.72 |
| Sequential | 5.32 | 0.913 | 6.23 |
| Combinational | 0.981 | 0.827 | 1.81 |
No activity file was given, so power comes from the tool's default toggle rates.
