File: config.mk
export PLATFORM = sky130hd
export DESIGN_NAME = CLA16_CLU
export DESIGN_NICKNAME = CLA16_CLU
export VERILOG_FILES = /design/flow/design.v
export SDC_FILE = /design/flow/constraint.sdc
export NUM_CORES = 4
export LEC_CHECK = 1
export CORE_AREA = 10 10 80 80
export DIE_AREA = 0 0 90 90
File: constraint.sdc
current_design CLA16_CLU

set clk_period 3.8
set clk_io_pct 0.2

create_clock -name clk0 -period $clk_period

set non_clock_inputs [all_inputs -no_clocks]
set_input_delay [expr $clk_period * $clk_io_pct] -clock clk0 $non_clock_inputs
set_output_delay [expr $clk_period * $clk_io_pct] -clock clk0 [all_outputs]
File: design.v
`timescale 1ns / 1ps
module CLA(
    input a,
    input b,
    input in,
    output S,
    output G,
    output P
    );
	xor G1(P,a,b); 
	and G2(G,a,b); 
	xor G0(S,P,in); 
endmodule
`timescale 1ns / 1ps
module CLA16_CLU(A,B,in,S,Cout,Pout,Gout);
	input [15:0] A,B;
	input in;
	output[15:0] S;
	output Pout,Gout,Cout;
	wire [3 :0] P;
	wire	[3:0] G;
	wire [3:0] C;
	wire w1,w2,w3,w4;
	CLA4 U1(A[3:0],B[3:0],in,S[3:0],C5,G[0],P[0]);	
	CLA4 U2(A[7:4],B[7:4],C[0],S[7:4],C6,G[1],P[1]);	
	CLA4 U3(A[11:8],B[11:8],C[1],S[11:8],C7,G[2],P[2]);	
	CLA4 U4(A[15:12],B[15:12],C[2],S[15:12],C8,G[3],P[3]);	
	LCU U5(P,G,in,C,Pout,Gout);
	assign Cout = C[3];
endmodule
`timescale 1ns / 1ps
module CLA4(A,B,in,S,C,G,P);
	input [3:0] A;
	input [3:0] B;
	input in;
	output [3:0] S;
	output C;	
	output G;
	output P;
	wire w1,w2,w3,w4,w5,w6,w9,w10,w11,w12;
	wire C0,C1,C2,P0,P1,P2,P3,G0,G1,G2,G3;
	CLA U1(A[0],B[0],in,S[0],G0,P0);	
	and U5(w1,in,P0);
	or U6(C0,G0,w1);
	CLA U2(A[1],B[1],C0,S[1],G1,P1);	
	and U7(w2,G0,P1);
	and U11(w5,P1,P0,in);
	or U8(C1,G1,w2,w5);
	CLA U3(A[2],B[2],C1,S[2],G2,P2);	
	and U9(w3,G1,P2);
	and U12(w6,G0,P2,P1);
	and U13(w7,P2,P1,P0,in);
	or U10(C2,G2,w3,w6,w7);
	CLA U4(A[3],B[3],C2,S[3],G3,P3);	
	and U14(w8,G2,P3);
	and U15(w9,G1,P3,P2);
	and U16(w10,G0,P3,P2,P1);
	and U17(w11,P3,P2,P1,P0,in);
	or U18(C,G3,w8,w9,w10,w11);
	and U19(P,P3,P2,P1,P0);
	or U20(G,G3,w8,w9,w10);
endmodule
`timescale 1ns / 1ps
module LCU(P,G,in,C,Pout,Gout);
	input [3:0] P;
	input [3:0] G; 
	input in;
	output [3:0] C;
	output Pout,Gout;
	wire w1,w2,w3,w4;
	and U5(w1,in,P[0]);
	or U6(C[0],G[0],w1);
	and U7(w2,G[0],P[1]);
	and U11(w5,P[1],P[0],in);
	or U8(C[1],G[1],w2,w5);
	and U9(w3,G[1],P[2]);
	and U12(w6,G[0],P[2],P[1]);
	and U13(w7,P[2],P[1],P[0],in);
	or U10(C[2],G[2],w3,w6,w7);;
	and U14(w8,G[2],P[3]);
	and U15(w9,G[1],P[3],P[2]);
	and U16(w10,G[0],P[3],P[2],P[1]);
	and U17(w11,P[3],P[2],P[1],P[0],in);
	or U18(C[3],G[3],w8,w9,w10,w11);
	and U19(Pout,P[3],P[2],P[1],P[0]);
	or U20(Gout,G[3],w8,w9,w10);
endmodule
File: run.sh
#!/bin/bash
# OpenROAD 26Q1-2900-gdf79404cd8, Yosys 0.63+post, stock flow scripts
make -C /OpenROAD-flow-scripts/flow DESIGN_CONFIG=/design/flow/config.mk WORK_HOME=/design/flow/orfs finish
==> impl_metrics.csv <==
group,metric,value,unit
pwr,p_seq_share,0,%
cells_and_area,seqCellArea,0,µm²
cells_and_area,final.clkbuf_count,0,
route,wirelength,2990,µm
floorplanning,ios,52,
clock_network,holdBufCountCts,0,
worst_setup_path,end_kind,"output port",
cells_and_area,fill_cells,452,
synth,synth_area,952,µm²
cells_and_area,layout.area.comb,1030,µm²
global_routing,antenna_found_initial,0,
worst_setup_path,startpoint_type,"input port",
synth,syn_inst,124,
floorplanning,rows,25,
worst_setup_path,crit_buf_inv,4,
worst_setup_path,crit_arrival,3.06,ns
final_timing,worst_pin_slew,0.304,ns
route,diodes,0,
floorplanning,die_y,90,µm
worst_setup_path,slowest_delay,0.45,ns
worst_setup_path,worstPathMaxFanout,3,
placed_design,preCtsSetupSlack,-0.263,ns
worst_setup_path,crit_top_cell,"clkdlybuf4s50_1",
worst_setup_path,path_class,"input port to output port",
route,vias_per_cell,4.22,
pwr,vdd_drop_max,0.0000528,V
outcome,status,"complete, but fails checks",
cells_and_area,drive_gt1_share,35.6,%
placed_design,io_buffers,52,
route,drcViolationCount,0,
synth,synth.top_cell.area_share,21.0,%
synth,yosys_warnings,13,
floorplanning,initCoreUtil,20.2,%
global_routing,globalRouteOverflowTotal,0,
pwr,netSwitchingPower,118,µW
worst_setup_path,required,3.04,ns
job,maxCapViolations,0,
final_timing,finalSetupViolCount,1,
global_routing,grt_pass1_vias,1111,
final_timing,post-route-period-util,101,%
final_timing,hold_viol,0,
pwr,p_leak,0.000940,µW
placed_design,routabilityCongestion,0.883,
pwr,pwr_density_cell,164,nW/µm²
route,first_iter_violations,37,
worst_setup_path,cp_cell_sequence,"clkdlybuf4s50_1, ha_1, buf_4, and4_4, and3_4, a21oi_2, fa_1, inv_1, clkdlybuf4s50_1",
cells_and_area,lay_top_count,"buf_4",
route,drtPass1Iterations,2,
cells_and_area,syn_to_final_growth,107,%
floorplanning,die-area,8100,µm²
final_timing,setup_ws,-0.0216,ns
hold_path,hold_class,"input port to output port",
pwr,combPwrFrac,100.0,%
synth,top_area_cell,"ha_1",
global_routing,grt_max_degree,7,
global_routing,grt_pass1_wl,4910,µm
pwr,p_int,205,µW
synth,yosys_area,952,µm²
synth,postSynthSeqShare,0,%
synth,ys_types,37,
synth,ys_cells,124,
synth,top_cells_by_area,"ha_1 21%, buf_4 13%, fa_1 8.4%",
worst_setup_path,cp_top_family,"buffers and inverters",
pwr,p_clk_share,0,%
route,ant_nets,0,
final_timing,min_period,3.82,ns
route,wire_per_inst,11.6,µm
placed_design,hpwlAfterDp,2510,µm
floorplanning,core_area,4720,µm²
worst_setup_path,crit_path_top_delay_cell,"clkdlybuf4s50_1",
route,vias,1088,
outcome,violations,"negative setup slack",
final_timing,slew_headroom,79.5,%
final_timing,rsz0062_at_grt,"true",
pwr,sw_frac_of_total,36.5,%
synth,synth_area_per_cell,7.68,µm²
cells_and_area,layout_top_cells,"30 x buf_4, 28 x clkdlybuf4s50_1, 16 x dlymetal6s2s_1, 13 x inv_1, 9 x ha_4",
floorplanning,chipWidth,90,µm
job,warnings,34,
cells_and_area,ff_count,0,
final_timing,whs,2.09,ns
final_timing,fmax,0.262,GHz
final_timing,slew_viol_final,0,
global_routing,grt_usage,6.76,%
[stage by stage]
stage	setup TNS, ns	utilization, %	cells	cell area [µm²]	total power (µW)
6_report	-0.0216	41.6	258	1970	323
3_5_place_dp	-1.27	34.6	253	1640	277
4_1_cts	-0.355	37.4	254	1770	302
2_1_floorplan	0	-	124	952	154
5_1_grt	-0.135	41.6	258	1970	359
3_3_place_gp	-1.19	34.6	253	1640	277
[cells by family (layout without fill, tap and decap cells)]
logic type / after synthesis / in the layout / synth area share (%)
AOI/OAI and AO/OA: 31 / 31 / 24.4
and+or+nand+nor: 32 / 32 / 17.5
xor gates and xnor gates: 9 / 9 / 8.28
buffers and inverters: 30 / 97 / 18.1
muxes: 2 / 2 / 2.23
adders and majority gates: 20 / 20 / 29.4
[layout make-up]
class	instances	share of cell area, %
Multi-Input combinational cell	94	52.2
Inverter	13	2.48
Tap cell	67	4.26
Timing Repair Buffer	84	41.0
[path summary, 6_finish.rpt]
kind | cells after the start | from | slack [ns] | to
max | 9 | A[6] | -0.02 | S[12]
min | 5 | A[7] | 2.09 | S[7]
[Yosys cell counts, types with 2 or more instances]
library cell and count:
nor4_1 2, and2_1 2, nand3_1 6, ha_1 16, inv_1 13, nor3_1 3
xnor2_1 5, and3_1 3, a21oi_1 12, xor2_1 4, a21o_1 3, buf_4 16
fa_1 4, nor2_1 4, o21ai_0 2, o21bai_1 2, nand2_1 6, a211oi_1 2
[per-layer routing]
metal / up-vias / global-route usage, % / part of all wire (%)
met3: 0 / 1.51 / 4.6
met2: 25 / 11.4 / 46
met5: - / 0 / 0
met4: 0 / 0 / 0
met1: 497 / 9.12 / 50
li1: 566 / - / -
[timing repair]
item | in CTS | in global routing
buffers inserted | 1 | 4
pin swaps | 9 | 12
hold endpoints to repair | 0 | 0
gates resized | 26 | 36
setup endpoints to repair | 12 | 12
[power by group through the flow]
stage | Combinational [µW] | Clock (µW) | Sequential [µW]
after CTS | 302 | 0 | 0
after global routing | 359 | 0 | 0
final | 323 | 0 | 0
Power figures rest on the tool's default switching activity, not on a simulated workload.
